===== design/flow/config.mk =====
export PLATFORM = sky130hd
export DESIGN_NAME = AsynFIFO
export DESIGN_NICKNAME = AsynFIFO
export VERILOG_FILES = /design/flow/design.v
export SDC_FILE = /design/flow/constraint.sdc
export NUM_CORES = 4
export LEC_CHECK = 1
export CORE_UTILIZATION = 30

===== design/flow/constraint.sdc =====
current_design AsynFIFO

set clk_period 5.1
set clk_io_pct 0.2

create_clock -name clk0 -period $clk_period [get_ports {rd_clk}]
create_clock -name clk1 -period $clk_period [get_ports {wr_clk}]

set non_clock_inputs [all_inputs -no_clocks]
set_input_delay [expr $clk_period * $clk_io_pct] -clock clk0 $non_clock_inputs
set_output_delay [expr $clk_period * $clk_io_pct] -clock clk0 [all_outputs]

===== design/flow/design.v =====
`timescale 1ns / 1ps
module AsynFIFO(data_out, data_in, wr_full, rd_empty,
rd_clk, wr_clk, reset);
parameter WIDTH = 8;
parameter POINTER = 4;
output [WIDTH-1 : 0] data_out;
output wr_full;
output rd_empty;
input [WIDTH-1 : 0] data_in;
input rd_clk, wr_clk;
input reset;
reg [POINTER : 0] rd_pointer, rd_sync_1, rd_sync_2;
reg [POINTER : 0] wr_pointer, wr_sync_1, wr_sync_2;
wire [POINTER:0] rd_pointer_g,wr_pointer_g;
parameter DEPTH = 1 << POINTER;
reg [WIDTH-1 : 0] mem [DEPTH-1 : 0];
wire [POINTER : 0] rd_pointer_sync;
wire [POINTER: 0] wr_pointer_sync;
reg full,empty;
reg [7:0] tr_ptr;
always @(posedge wr_clk or posedge reset) begin
if (reset) begin
wr_pointer <= 0;
tr_ptr<=0;
end
else if (full == 1'b0) begin
wr_pointer <= wr_pointer + 1;
tr_ptr<=tr_ptr+1;
mem[wr_pointer[POINTER-1 : 0]] <= data_in;
end
end
send s(tr_ptr,data_in);
always @(posedge wr_clk) begin
rd_sync_1 <= rd_pointer_g;
rd_sync_2 <= rd_sync_1;
end
always @(posedge rd_clk or posedge reset) begin
if (reset) begin
rd_pointer <= 0;
end
else if (empty == 1'b0) begin
rd_pointer <= rd_pointer + 1;
end
end
always @(posedge rd_clk) begin
wr_sync_1 <= wr_pointer_g;
wr_sync_2 <= wr_sync_1;
end
always @(*)
begin
if({~wr_pointer[POINTER],wr_pointer[POINTER-1:0]}==rd_pointer_sync)
full = 1;
else
full = 0;
end
always @(*)
begin
if(wr_pointer_sync==rd_pointer)
empty = 1;
else
empty = 0;
end
assign data_out = mem[rd_pointer[POINTER-1 : 0]];
assign wr_pointer_g = wr_pointer ^ (wr_pointer >> 1);
assign rd_pointer_g = rd_pointer ^ (rd_pointer >> 1);
assign wr_pointer_sync[4]=wr_sync_2[4];
assign wr_pointer_sync[3]=wr_sync_2[3] ^ wr_pointer_sync[4];
assign wr_pointer_sync[2]=wr_sync_2[2] ^ wr_pointer_sync[3];
assign wr_pointer_sync[1]=wr_sync_2[1] ^ wr_pointer_sync[2];
assign wr_pointer_sync[0]=wr_sync_2[0] ^ wr_pointer_sync[1];
assign rd_pointer_sync[4]=rd_sync_2[4];
assign rd_pointer_sync[3]=rd_sync_2[3] ^ rd_pointer_sync[4];
assign rd_pointer_sync[2]=rd_sync_2[2] ^ rd_pointer_sync[3];
assign rd_pointer_sync[1]=rd_sync_2[1] ^ rd_pointer_sync[2];
assign rd_pointer_sync[0]=rd_sync_2[0] ^ rd_pointer_sync[1];
assign wr_full = full;
assign rd_empty = empty;
endmodule
module send(wr_ptr,data_out);
output [7:0] data_out;
input [7:0] wr_ptr;
reg [7:0] input_rom [127:0];
integer i;
initial begin
for(i=0;i<128;i=i+1)
input_rom[i] = i;
end
assign data_out = input_rom[wr_ptr];
endmodule

===== design/flow/run.sh =====
#!/bin/bash
# OpenROAD 26Q1-2900-gdf79404cd8, Yosys 0.63+post, stock flow scripts
make -C /OpenROAD-flow-scripts/flow DESIGN_CONFIG=/design/flow/config.mk WORK_HOME=/design/flow/orfs finish

==> flow_summary.yaml <==
# physical design summary
outcome:
  status: "did not finish"
  haltStage: "synthesis (1_2_yosys)"
  tool.error: "ERROR: Found 8 problems in 'check -assert'."
logic_synthesis:
  synthTopCellsByCount: "edfxtp_1, ha_1, dfxtp_1, inv_1"
  ys_seq_elements: 149
  edf_count: 112
  ys_area_sq_mm: 0.00592
  yosys_warnings: 3
  ys_seq_share_pct: 70.8
  async_flop_share_pct: 11.4
  yosysUniqueCellTypes: 43
  top_cell_area_share_pct: 56.8
  ys_cells: 389
  top_cells_by_area: "edfxtp_1, dfrtp_1, dfxtp_1, ha_1, a222oi_1"
  yosys_most_used_dff: "edfxtp_1"
  synth_dominant_cell_count: "edfxtp_1"
  top_area_cell: "edfxtp_1"
-- logic make-up after synthesis --
group | share of synthesized area [%]
buf+inv | 2.81
other cells | 0.0634
fa+ha+maj | 4.44
simple gates | 6.53
xor+xnor | 4.31
flops | 70.8
mux | 0.867
compound gates | 10.2
